## flow/run.sh

```bash
#!/bin/bash
# OpenROAD 26Q1-2900-gdf79404cd8, Yosys 0.63+post, stock flow scripts
make -C /OpenROAD-flow-scripts/flow DESIGN_CONFIG=/design/flow/config.mk WORK_HOME=/design/flow/orfs finish
```

## flow/config.mk

```make
export PLATFORM = sky130hd
export DESIGN_NAME = CPU
export DESIGN_NICKNAME = CPU
export VERILOG_FILES = /design/flow/design.v
export SDC_FILE = /design/flow/constraint.sdc
export NUM_CORES = 4
export LEC_CHECK = 1
export CORE_AREA = 10 10 70 70
export DIE_AREA = 0 0 80 80
```

## flow/constraint.sdc

```tcl
current_design CPU

set clk_period 1.2
set clk_io_pct 0.2

create_clock -name clk0 -period $clk_period [get_ports {clock}]

set non_clock_inputs [all_inputs -no_clocks]
set_input_delay [expr $clk_period * $clk_io_pct] -clock clk0 $non_clock_inputs
set_output_delay [expr $clk_period * $clk_io_pct] -clock clk0 [all_outputs]
```

## flow/design.v

```verilog
`timescale 1ns / 1ps
module ALU #(size = 16) (
		input[2:0] operation,
		input[(size-1):0] op1, op2,
		output reg[(size-1):0] out,
		output zero,
		output reg overflow
    );
	wire[(size-1):0] negop2;
	Negator #(size) negatorOp2  (op2,negop2);
	always @(operation, op1, op2)
	begin
		overflow = 1'b0;
		case(operation)
			3'b000:  
				{overflow,out} = op1 + op2;
			3'b001:  
				{overflow,out} = op1 + negop2;
			3'b010:  
				{overflow,out} = 0;
			3'b011:  
				out = op1 & op2;
			3'b100:  
				out = op1 | op2;
			3'b101:  
				out = ~op1;
			default:
				out = 0;
		endcase
	end
	assign zero = ~|out;
endmodule
`timescale 1ns / 1ps
module CPU(
	input clock,
	input reset,
	output mem_read, mem_write, 
   output[(MEM_ADDR_SIZE-1):0] mem_address_bus,
	output[(WORD_SIZE-1):0] mem_data_in, mem_data_out
	 );
	parameter INST_SIZE = 6;
	parameter REG_ADDR_SIZE = 4;
	parameter MEM_ADDR_SIZE = 6;
	parameter WORD_SIZE  = (INST_SIZE + REG_ADDR_SIZE + MEM_ADDR_SIZE);	 
	wire [(INST_SIZE-1):0] opcode;
	wire [(REG_ADDR_SIZE-1):0] register;
	wire 		alu_zero, alu_overflow, ld_alu1, ld_alu2, ld_acc, ld_pc, ld_ir;
	wire[1:0] 	pc_src, alu1_src_mux_control, alu2_src_mux_control, 
				acc_src_mux_control, mem_data_select_control, mem_addr_select_control;
	wire[2:0] 	alu_operation;
	Controller controllerUnit ( clock, reset, opcode,register, alu_zero, alu_overflow, ld_alu1, ld_alu2, ld_acc, ld_pc, ld_ir, pc_src,
					mem_read, mem_write, alu_operation, alu1_src_mux_control, alu2_src_mux_control,
					acc_src_mux_control, mem_data_select_control, mem_addr_select_control );
	 DataPath dataPathUnit ( 	clock, reset, ld_alu1, ld_alu2, ld_pc, ld_acc, ld_ir, pc_src, alu_operation, alu1_src_mux_control,
										alu2_src_mux_control, acc_src_mux_control, mem_data_select_control, mem_addr_select_control,
										opcode, alu_zero, alu_overflow, mem_address_bus, mem_data_in, mem_data_out, register);
endmodule
`timescale 1ns / 1ps
module Controller(
		input clock,
		input reset,
		input [(INST_SIZE-1):0] opcode,
		input [(REG_ADDR_SIZE-1):0] register,
		input alu_zero,
		input alu_overflow,
		output reg ld_alu1,
		output reg ld_alu2,
		output reg ld_acc,
		output reg ld_pc,
		output reg ld_ir,
		output reg [1:0] pc_src,
		output reg mem_read,
		output reg mem_write,
		output reg [2:0] alu_operation,
		output reg [1:0] alu1_src_mux_control,
		output reg [1:0] alu2_src_mux_control,
		output reg [1:0] acc_src_mux_control,
		output reg [1:0] mem_data_select_control,
		output reg [1:0] mem_addr_select_control
	   );
	parameter INST_SIZE = 6;
	parameter REG_ADDR_SIZE = 4;
	parameter MEM_ADDR_SIZE = 6;
	parameter WORD_SIZE  = (INST_SIZE + REG_ADDR_SIZE + MEM_ADDR_SIZE);
	wire [1:0] nextState;
	reg [1:0] currentState;
	assign  nextState = currentState +1;
	always @(posedge clock) begin
		ld_ir = 1'b0;
		ld_alu1 = 1'b0;
		ld_alu2 = 1'b0;
		ld_pc = 1'b0;
		pc_src = 1'b0;
		mem_read = 1'b0;
		mem_write = 1'b0;
		alu_operation = 3'b0;
		alu1_src_mux_control = 2'b0;
		alu2_src_mux_control = 2'b0;
		acc_src_mux_control = 2'b0;
		mem_data_select_control = 2'b0;
		mem_addr_select_control = 2'b0;
		case (currentState)
			2'b00:
				begin
					mem_addr_select_control = 2'b10;
					ld_ir = 1'b1;
					mem_read = 1'b1;
				end
			2'b01:
				begin
				end
			2'b10:
				begin
					case (opcode)
						6'b000000:
							begin
							end
						6'b000001:
							begin
								mem_addr_select_control = 2'b01;
								mem_read = 1'b1;
								case ( register )
									4'b0000:  
										begin
											ld_alu1 = 1;
											alu1_src_mux_control = 2'b10;
										end
									4'b0001:	 
										begin
											ld_alu2 = 1;
											alu2_src_mux_control = 2'b10;
										end
									4'b0010:	 
										begin
											ld_acc = 1;
											acc_src_mux_control = 2'b10;
										end
								endcase
							end
						6'b000010:
							begin
								mem_addr_select_control = 2'b01;
								mem_write = 1'b1;
								case ( register )
									4'b0000:
										begin
											mem_data_select_control = 2'b10;
										end
									4'b0001:
										begin
											mem_data_select_control = 2'b11;
										end
									4'b0010:
										begin
											mem_data_select_control = 2'b01;
										end
								endcase
							end
						6'b000011:
							begin
								pc_src = 2'b01;
								ld_pc = 1;
							end
						6'b000100:
							begin
								pc_src = 2'b10;
								ld_pc =1;
							end
						6'b000101:
							begin
								pc_src = alu_zero ? 2'b01: 2'b00;
								ld_pc = 1;
							end
						6'b000110:
							begin
							end
						6'b000111:
							begin
								pc_src = alu_zero ?  2'b00 : 2'b01;
								ld_pc = 1;
							end
						6'b001000:
							begin
							end
						6'b001001:
							begin
								alu_operation = 3'b000;
								acc_src_mux_control = 3'b00;
								ld_acc = 1;
							end
						6'b001010:
							begin
								alu_operation = 3'b001;
								acc_src_mux_control = 3'b00;
								ld_acc = 1;
							end
						default:
							begin
							end
					endcase
					ld_pc = 1;  
				end
			2'b11:
				begin
				end
		endcase
		currentState = reset? 2'b00 : nextState;
	end
endmodule
`timescale 1ns / 1ps
module DataPath(
		input clock,
		input reset,
		input ld_alu1,
		input ld_alu2,
		input ld_pc,
		input ld_acc,
		input ld_ir,
		input[1:0] pc_src,
		input[2:0] alu_operation,
		input[1:0] alu1_src_mux_control,
		input[1:0] alu2_src_mux_control,
		input[1:0] acc_src_mux_control,
		input[1:0] mem_data_select_control,
		input[1:0] mem_addr_select_control,
		output[(INST_SIZE-1):0] opcode,
		output alu_zero,
		output alu_overflow,
		output[(MEM_ADDR_SIZE-1):0] mem_address_bus,
		input [(WORD_SIZE-1):0] mem_data_in,
		output[(WORD_SIZE-1):0] mem_data_out,
		output[(REG_ADDR_SIZE-1):0] register
	);
	parameter INST_SIZE = 6;
	parameter REG_ADDR_SIZE = 4;
	parameter MEM_ADDR_SIZE = 6;
	parameter WORD_SIZE  = (INST_SIZE + REG_ADDR_SIZE + MEM_ADDR_SIZE);
	wire alu_zero, alu_overflow;
	wire [(MEM_ADDR_SIZE-1):0] ir_op1;
	wire [(REG_ADDR_SIZE-1):0] ir_op2;
	wire [(WORD_SIZE-1):0] alu1_data_in, alu2_data_in, alu1_data_out, alu2_data_out, alu_out, acc_data_out, acc_data_in, ir_data_in;
	wire [(MEM_ADDR_SIZE-1):0] pc_data_out, pc_data_in, pc_inc;
	wire [(WORD_SIZE-1):0] muxer_ir_input,ir_data_out;
	assign muxer_ir_input = {{(MEM_ADDR_SIZE + REG_ADDR_SIZE){1'b0}}, ir_op1};
	Muxer4To1 #(WORD_SIZE) mem_data_select( 'hz, acc_data_out, alu1_data_out, alu2_data_out, mem_data_select_control, mem_data_out );
	Muxer4To1 #(MEM_ADDR_SIZE) mem_addr_select ('hz,ir_op1,pc_data_out,acc_data_out, mem_addr_select_control, mem_address_bus);
	Muxer3To1 #(WORD_SIZE) acc_src_mux (alu_out,muxer_ir_input, mem_data_in, acc_src_mux_control, acc_data_in);
	Muxer3To1 #(WORD_SIZE) alu1_src_mux (acc_data_out, muxer_ir_input, mem_data_in, alu1_src_mux_control, alu1_data_in);
	Muxer3To1 #(WORD_SIZE) alu2_src_mux (acc_data_out, muxer_ir_input, mem_data_in, alu2_src_mux_control, alu2_data_in);
	Muxer3To1 #(MEM_ADDR_SIZE) pc_src_mux (pc_inc,ir_op1,acc_data_out,pc_src,pc_data_in);
	Incrementer #(MEM_ADDR_SIZE) pc_incrementer (pc_data_out,pc_inc);
	Register #(WORD_SIZE) alu1 ( clock, ld_alu1,  reset, alu1_data_in, alu1_data_out);
	Register #(WORD_SIZE) alu2 ( clock, ld_alu2,  reset, alu2_data_in, alu2_data_out);
	Register #(WORD_SIZE) acc (clock, ld_acc,  reset, acc_data_in, acc_data_out);
	Register #(WORD_SIZE) ir ( clock, ld_ir,  reset, ir_data_in, ir_data_out );
	Register #(MEM_ADDR_SIZE) pc (clock, ld_pc,   reset, pc_data_in, pc_data_out);
	ALU #(WORD_SIZE) alu(alu_operation, alu1_data_out, alu2_data_out, alu_out, alu_zero, alu_overflow);
	assign ir_data_in = mem_data_in;
	assign opcode = ir_data_out[(WORD_SIZE-1):(WORD_SIZE-INST_SIZE)];
	assign ir_op1 = ir_data_out[(WORD_SIZE-INST_SIZE-1):(WORD_SIZE-INST_SIZE-MEM_ADDR_SIZE)];
	assign ir_op2 = ir_data_out[(WORD_SIZE-INST_SIZE-MEM_ADDR_SIZE-1):0];
	assign register = ir_op2;
endmodule
`timescale 1ns / 1ps
module Incrementer #(size = 16, amount = 1)
	(
		input  [(size - 1): 0] data_in,
		output [(size - 1): 0] data_out
    );
	assign data_out = data_in + amount;
endmodule
`timescale 1ns / 1ps
module Muxer2To1 #(size = 16)
	(
		input[(size-1):0] a, b,
		input control,
		output[(size-1):0] out
    );
	assign out = control ? b : a;
endmodule
module Muxer3To1 #(size = 16)
	(
		input[(size-1):0] a,b,c,
		input[1:0] control,
		output reg[(size-1):0] out
	);
	always @(a,b,c,control)
		case(control)
			2'b00:
				out = a;
			2'b01:
				out = b;
			2'b10:
				out = c;
			2'b11:
				out = 0;
		endcase
endmodule
module Muxer4To1 #(size = 16)
	(
		input[(size-1):0] a,b,c,d,
		input[1:0] control,
		output reg[(size-1):0] out
	);
	always @(a,b,c,control)
		case(control)
			2'b00:
				out = a;
			2'b01:
				out = b;
			2'b10:
				out = c;
			2'b11:
				out = d;
		endcase
endmodule
`timescale 1ns / 1ps
module Negator #(size = 16) (
		input [(size-1):0] in,
		output[(size-1):0] out
    );
	assign out = (~in) + 1;
endmodule
`timescale 1ns / 1ps
module Register # ( Size = 16, ResetValue = 0)
	(
		input	 clock, clock_en, reset,
		input [(Size - 1):0] data_in,
		output [(Size -1):0] out
    );
	reg [(Size - 1):0] data_out;
	assign out = data_out;
	always @(posedge clock, posedge reset)
		begin
			if(reset) data_out <= ResetValue;
			else if(clock_en) data_out <= data_in;
		end
	initial
		data_out = 0;
endmodule
```

==> reports/qor.csv <==
stage,metric,value,unit
run_status,status,"complete, but fails checks",
run_status,violations,negative setup slack,
sta,slew_viol_final,0,
global_routing,grt_pass1_vias,388,
worst_setup_path,crit_type,reg2out,
synth,synth_area,665.6,um2
placement,detailedPlace.worstSlack,-0.05846,ns
worst_setup_path,crit_path_start,controllerUnit.mem_read,
synth,syn_avg_cell_area,9.647,um2
clock_network,clk_root_buffer_cell,clkbuf_4,
clock_network,clkTransAtPathRegs,0.06,ns
synth,yosys-top-cells-area,"buf_4 37%, dfrtp_1 23%, dfxtp_1 12%",
power_and_ir_drop,power.leakage,0.4295,nW
placement,place.gp.congestion,0.7027,
synth,synth-edff-count,0,
power_and_ir_drop,swShare,26.87,%
synth,ys.flops,10,
synth,ys_async_sr_fraction,60.00,%
floorplan,die_h,80,um
route,routed_wl,1231,um
placement,placed_area,728.2,um2
synth,yosys_area,665.6,um2
route,route.antenna.remaining_nets,0,
clock_network,clock_sinks,10,
placement,dp_hpwl,1019,um
floorplan,ios,42,
power_and_ir_drop,p_sw,0.3475,mW
worst_setup_path,critPathMaxFanout,4,
worst_setup_path,crit_path_end_kind,output port,
route,vias,373,
route,wire_per_inst,9.119,um
global_routing,overflow,0,
sta,hold_violations,0,
sta,skew,0.002653,ns
floorplan,initial_core_util,19.49,%
floorplan,chipArea,6400,um2
flow_run,warning_count,28,
floorplan,num_rows,21,
clock_network,clockBufferDepth,2,
clock_network,insertion_delay,0.27,ns
synth,ys_warn_count,28,
synth,top_area_cell,buf_4,
power_and_ir_drop,irDropWorstVdd,858.5,uV
global_routing,antenna_found_initial,0,
route,antennaDiodeCount,0,
cells_and_area,stdcell_count,135,
synth,synth.distinct_cells,16,
floorplan,die_w,80,um
sta,rsz0062_at_grt,true,
placement,dp.cells,129,
global_routing,grt.total_usage,3.314,%
worst_setup_path,worstRegToRegCells,3,
synth,synthCells,69,
route,drtIter0Drc,12,
synth,yosys_cells,69,
cells_and_area,drive_gt1_share,31.46,%
sta,fin_crit_sh,101.2,%
power_and_ir_drop,p_seq_share,37.5,%
worst_setup_path,cp-start-kind,register,
floorplan,coreArea,3416,um2
cells_and_area,final_core_util,23.48,%
worst_setup_path,crit_required,0.96,ns
synth,yosys.area.top_type_share,37.22,%
worst_setup_path,r2r-start,dataPathUnit.pc.data_out[0],
route,viasPerCell,2.763,
synth,ff_type,dfrtp_1,
synth,ys_seq_share,34.59,%
clock_network,cts_made_buffers,3,
sta,max_freq,823.3,MHz
route,detail_route.first_pass.iterations,2,
synth,synth_dominant_cell_count,buf_4,
global_routing,grt_pass1_wl,1725,um
clock_network,htree_levels,1,
sta,finalSetupViolCount,4,
route,drcViolationCount,0,
power_and_ir_drop,pwr-share-clk,23.3,%
sta,period_needed,1.215,ns
power_and_ir_drop,p_int,0.9459,mW
global_routing,grt_max_degree,7,
power_and_ir_drop,power_density,1613,nW/um2
flow_run,drv_cap,0,
cells_and_area,stdcell_area,802.0,um2
hold_path,hold_class,in2async,
placement,io_buffers,8,
cells_and_area,syn2layout_area_growth,20.49,%
clock_network,cts_hold_buffers,0,
worst_setup_path,cp_data_arrival_time,0.97,ns
clock_network,cts_tree,done,
power_and_ir_drop,pwr-share-comb,39.2,%
sta,setup_slack,-0.01470,ns
synth,synthTopCellsByCount,"33 x buf_4, 6 x and2_1, 6 x dfrtp_1, 4 x dfxtp_1",
power_and_ir_drop,power,1.293,mW
worst max-delay path, cell delays in order, from the launching register on:
cell and delay, ns:
dfxtp_4 0.35, buf_6 0.11, and2_4 0.14, buf_6 0.10
cell type report:
type	count	area, um2
Sequential cell	10	234.0
Fill cell	376	2614
Tap cell	46	57.56
Inverter	3	11.26
Timing Repair Buffer	17	150.1
Clock buffer	4	36.28
Multi-Input combinational cell	55	312.8
sequential cells by signal (all words and copies together) (netlist names):
register / count
dataPathUnit.pc.data_out: 6
controllerUnit.currentState: 2
controllerUnit.ld_pc: 1
controllerUnit.mem_read: 1
layer usage:
| metal | wire length (um) | up-vias | global-route usage [%] |
|---|---|---|---|
| li1 | - | 186 | - |
| met1 | 483 | 164 | 3.943 |
| met2 | 575 | 23 | 4.896 |
| met3 | 172 | 0 | 2.500 |
| met4 | 0 | 0 | 0.1761 |
| met5 | 0 | - | 0 |
final timing paths:
path | endpoint | slack, ns
max reg2reg | dataPathUnit.pc.data_out[1] | 0.04
max in group asynchronous | dataPathUnit.pc.data_out[1] | 0.74
min reg2reg | controllerUnit.currentState[0] | 0.41
max | mem_address_bus[3] | -0.01
min | dataPathUnit.pc.data_out[0] | 0.26
min in group clk0 | controllerUnit.currentState[0] | 0.41
kinds of logic (layout without fill, tap and decap cells):
group         count (synthesis)  count (layout)  synth area share [%]
other cells                   1              33                0.5634
fa+ha+maj                     3               3                 5.640
mux                           1               1                 1.692
simple gates                 13              13                 12.03
buf+inv                      36              24                 38.91
flops                        10              10                 34.59
xor+xnor                      5               5                 6.580
cell usage in the layout, fill, tap and decap left out:
master / netlist / layout
and2_1: 6 / 1
and2_4: 0 / 5
buf_2: 0 / 3
buf_4: 33 / 5
buf_6: 0 / 7
clkbuf_4: 0 / 3
clkbuf_8: 0 / 1
clkdlybuf4s50_1: 0 / 1
conb_1: 1 / 33
dfrtp_1: 6 / 6
dfxtp_1: 4 / 3
dfxtp_4: 0 / 1
dlygate4sd2_1: 0 / 1
ha_1: 3 / 3
inv_1: 3 / 3
mux2_4: 0 / 1
nand2_1: 2 / 2
nand4_1: 1 / 1
nand4_2: 1 / 1
nor2_1: 1 / 1
nor2_2: 1 / 1
nor2b_1: 1 / 1
xnor2_1: 3 / 3
xor2_1: 2 / 2
power by group through the flow:
stage / sequential, mW / clock (mW) / combinational, mW
6_report: 0.485 / 0.302 / 0.507
5_1_grt: 0.494 / 0.326 / 0.557
4_1_cts: 0.475 / 0.309 / 0.460
what timing repair did:
item                                    4_1_cts  5_1_grt
pin swaps                                     3        0
endpoints found under the hold margin         0        0
buffers inserted                              2        0
endpoints found under the setup margin        7        7
gates resized                                28        6
through the flow:
stage	TNS [ns]	hold slack (ns)
6_report	-0.05105	0.2574
5_1_grt	-0.2731	0.2823
4_1_cts	-0.1102	0.2682
3_5_place_dp	-0.2142	0.3991
3_3_place_gp	-0.1188	0.3975
2_1_floorplan	0	0.03096
Power is estimated from default activity; no workload was simulated.
