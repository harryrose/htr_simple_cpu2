## ./config.mk

```make
export PLATFORM = sky130hd
export DESIGN_NAME = Muxer2To1
export DESIGN_NICKNAME = Muxer2To1
export VERILOG_FILES = /design/flow/design.v
export SDC_FILE = /design/flow/constraint.sdc
export NUM_CORES = 4
export LEC_CHECK = 1
export CORE_AREA = 10 10 70 70
export DIE_AREA = 0 0 80 80
```

## ./constraint.sdc

```tcl
current_design Muxer2To1

set clk_period 1.0
set clk_io_pct 0.2

create_clock -name clk0 -period $clk_period

set non_clock_inputs [all_inputs -no_clocks]
set_input_delay [expr $clk_period * $clk_io_pct] -clock clk0 $non_clock_inputs
set_output_delay [expr $clk_period * $clk_io_pct] -clock clk0 [all_outputs]
```

## ./design.v

```verilog
`timescale 1ns / 1ps
module Muxer2To1 #(size = 16)
	(
		input[(size-1):0] a, b,
		input control,
		output[(size-1):0] out
    );
	assign out = control ? b : a;
endmodule
module Muxer3To1 #(size = 16)
	(
		input[(size-1):0] a,b,c,
		input[1:0] control,
		output reg[(size-1):0] out
	);
	always @(a,b,c,control)
		case(control)
			2'b00:
				out = a;
			2'b01:
				out = b;
			2'b10:
				out = c;
			2'b11:
				out = 0;
		endcase
endmodule
module Muxer4To1 #(size = 16)
	(
		input[(size-1):0] a,b,c,d,
		input[1:0] control,
		output reg[(size-1):0] out
	);
	always @(a,b,c,control)
		case(control)
			2'b00:
				out = a;
			2'b01:
				out = b;
			2'b10:
				out = c;
			2'b11:
				out = d;
		endcase
endmodule
```

## ./run.sh

```bash
#!/bin/bash
# OpenROAD 26Q1-2900-gdf79404cd8, Yosys 0.63+post, stock flow scripts
make -C /OpenROAD-flow-scripts/flow DESIGN_CONFIG=/design/flow/config.mk WORK_HOME=/design/flow/orfs finish
```

==> summary.json <==
{
  "result_of_the_run": {"value": "finished with violations"},
  "failed_checks": {"value": "setup timing"},
  "antenna_found_initial": {"value": 0},
  "gp_routability_congestion": {"value": 0.815},
  "grt_start_max_net_pins": {"value": 9},
  "post-route-period-util": {"value": 106, "unit": "%"},
  "post-route-cell-area": {"value": 788, "unit": "um2"},
  "critical_path_arrival": {"value": 0.86, "unit": "ns"},
  "post-synth-top-area-fraction": {"value": 60.3, "unit": "%"},
  "post_route_cells_drive_above_1_share": {"value": 52.2, "unit": "%"},
  "fp_util": {"value": 7.29, "unit": "%"},
  "floorplan.die.height": {"value": 80, "unit": "um"},
  "post_dp_cell_area": {"value": 786, "unit": "um2"},
  "initialDrtViolationCount": {"value": 0},
  "area_contributors_post_synth": {"value": "sky130_fd_sc_hd__mux2_4, sky130_fd_sc_hd__mux2_2, sky130_fd_sc_hd__buf_12, sky130_fd_sc_hd__buf_6"},
  "yosys-stat-cells": {"value": 18},
  "synth_cell_type_count": {"value": 4},
  "worstHoldEndpoint": {"value": "out[9]"},
  "setup_viol": {"value": 16},
  "timing.slew.headroom": {"value": 95.2, "unit": "%"},
  "postLayoutSetupSlackWorst": {"value": -0.0560, "unit": "ns"},
  "syn-instance-count": {"value": 18},
  "grt_pass1_vias": {"value": 424},
  "timing_worst_slew_pin_value": {"value": 0.0719, "unit": "ns"},
  "combGateArea": {"value": 240, "unit": "um2"},
  "wl_per_cell": {"value": 12.5, "unit": "um"},
  "filler_cell_count": {"value": 397},
  "dieWidth": {"value": 80, "unit": "um"},
  "finalMaxSlewViolations": {"value": 0},
  "max_cap_violations": {"value": 0},
  "min-delay-path-class": {"value": "input port to output port"},
  "clock_buffer_count": {"value": 0},
  "final.setup.tns": {"value": -0.811, "unit": "ns"},
  "avgSynthCellArea": {"value": 13.8, "unit": "um2"},
  "timing.final.hold_violations": {"value": 0},
  "numSequentialCells": {"value": 0},
  "final_common_cell": {"value": "sky130_fd_sc_hd__dlygate4sd2_1"},
  "static-leakage-power": {"value": 0.415, "unit": "nW"},
  "worst_ir_drop_vdd": {"value": 0.107, "unit": "mV"},
  "globalRouteTotalUtil": {"value": 4.16, "unit": "%"},
  "report.power.total": {"value": 0.295, "unit": "mW"},
  "layout.area.seq": {"value": 0, "unit": "um2"},
  "openroad.warnings": {"value": 34},
  "numPortBuffers": {"value": 49},
  "required": {"value": 0.80, "unit": "ns"},
  "worst_hold_startpoint": {"value": "a[9]"},
  "drcViolationCount": {"value": 0},
  "synthesis.yosys.warnings": {"value": 0},
  "ys_area": {"value": 249, "unit": "um2"},
  "area_growth": {"value": 217, "unit": "%"},
  "fmax": {"value": 947, "unit": "MHz"},
  "ys_seq_share": {"value": 0, "unit": "%"},
  "period_needed": {"value": 1.06, "unit": "ns"},
  "final_layout_top_logic_cells": {"value": "sky130_fd_sc_hd__dlygate4sd2_1, sky130_fd_sc_hd__mux2_4, sky130_fd_sc_hd__buf_6, sky130_fd_sc_hd__buf_2, sky130_fd_sc_hd__buf_12"},
  "cp-end-kind": {"value": "output port"},
  "synth_area": {"value": 249, "unit": "um2"},
  "firstDrtPassIters": {"value": 1},
  "grt_overflow_total": {"value": 0},
  "critical_path_peak_fanout": {"value": 8},
  "dp_worst_setup_slack": {"value": -0.853, "unit": "ns"},
  "route.vias.total": {"value": 375},
  "vias_per_cell": {"value": 3.32},
  "die_area": {"value": 6400, "unit": "um2"},
  "rsz0062_at_grt": {"value": "yes"},
  "site_row_count": {"value": 21},
  "drt-total-wl": {"value": 1.42, "unit": "mm"},
  "crit_type": {"value": "input port to output port"},
  "pin_count": {"value": 49},
  "core_area": {"value": 3420, "unit": "um2"},
  "insertedDiodeCount": {"value": 0},
  "powerDensity": {"value": 375, "unit": "nW/um2"},
  "holdPathStages": {"value": 3},
  "ant_nets": {"value": 0},
  "hpwl": {"value": 1.22, "unit": "mm"},
  "largest_area_cell": {"value": "sky130_fd_sc_hd__mux2_4"},
  "startpoint_type": {"value": "input port"},
  "ctsHoldBuffers": {"value": 0},
  "wire_length_of_the_first_global_routing_pass": {"value": 2.16, "unit": "mm"},
  "fin_worst_hold_slack": {"value": 0.796, "unit": "ns"}
}
cells by family (layout without fill, tap and decap cells):
group	after synthesis	after routing	share of synthesized area [%]
mux	16	16	87.4
buf+inv	2	51	12.6
what timing repair did:
item | in CTS | in global routing
gates cloned | 1 | 0
setup buffers | 0 | 0
resized | 101 | 5
setup endpoints to repair | 16 | 16
worst max path at each step:
stage                    from       to  slack (ns)
final                 control  out[12]       -0.06
after global routing  control   out[4]       -0.08
after CTS             control  out[11]       -0.06
area by class of cell:
| type | count | area share, % |
|---|---|---|
| well taps | 46 | 7.30 |
| repair buffers | 51 | 62.2 |
| multi-input cells | 16 | 30.5 |
per-layer routing:
metal | vias up | wire length (um) | GRT usage (%) | part of all wire (%)
li1 | 168 | - | - | -
met1 | 158 | 725 | 5.93 | 51
met2 | 49 | 350 | 4.74 | 25
met3 | 0 | 339 | 3.52 | 24
met4 | 0 | 0 | 0 | 0
met5 | - | 0 | 0 | 0
per-stage QoR:
stage | util, % | instances
after detailed placement | 23.0 | 112
final | 23.1 | 113
after global placement | 23.0 | 112
after floorplan | - | 18
after global routing | 23.1 | 113
after CTS | 22.2 | 113
report_power, final:
group,switching (mW),internal (mW)
Clock,0,0
Sequential,0,0
Combinational,0.0654,0.230
Total,0.0654,0.230
critical path: stages:
cell                     delay (ns)
sky130_fd_sc_hd__buf_12        0.11
sky130_fd_sc_hd__buf_16        0.14
sky130_fd_sc_hd__mux2_4        0.30
sky130_fd_sc_hd__buf_6         0.11
synthesized netlist by cell type:
master                   number
sky130_fd_sc_hd__buf_12       1
sky130_fd_sc_hd__mux2_4      10
sky130_fd_sc_hd__buf_6        1
sky130_fd_sc_hd__mux2_2       6
Power is estimated from default activity; no workload was simulated.
